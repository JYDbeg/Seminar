$ cat flow/config.mk
export PLATFORM = sky130hd
export DESIGN_NAME = cnt
export DESIGN_NICKNAME = cnt
export VERILOG_FILES = /design/flow/design.v
export SDC_FILE = /design/flow/constraint.sdc
export NUM_CORES = 4
export LEC_CHECK = 1
export CORE_AREA = 10 10 70 70
export DIE_AREA = 0 0 80 80
$ cat flow/constraint.sdc
current_design cnt

set clk_period 1.2
set clk_io_pct 0.2

create_clock -name clk0 -period $clk_period [get_ports {clk}]

set non_clock_inputs [all_inputs -no_clocks]
set_input_delay [expr $clk_period * $clk_io_pct] -clock clk0 $non_clock_inputs
set_output_delay [expr $clk_period * $clk_io_pct] -clock clk0 [all_outputs]
$ cat flow/design.v
module cnt(rst,clk,counter);
input rst,clk;
output [3:0] counter;
reg [3:0]counter;
always@(posedge clk)
  if(rst==1)
  counter<=0;
  else if(rst==0)
  counter<=counter+1;
endmodule  
$ cat flow/run.sh
#!/bin/bash
# OpenROAD 26Q1-2900-gdf79404cd8, Yosys 0.63+post, stock flow scripts
make -C /OpenROAD-flow-scripts/flow DESIGN_CONFIG=/design/flow/config.mk WORK_HOME=/design/flow/orfs finish
==> Slide: Implementation Results <==
Key Metrics from the Run

Run status
  – Status: complete, no violations

Detailed routing
  – TritonRoute pass-1 iters: 2
  – Final ANT Viol Nets: 0
  – Vias per inst: 1.93
  – DR iter-0 viols: 5
  – Wire length per cell: 6.74 µm
  – Drt total wl: 485 µm
  – Residual DRC count: 0
  – Vias post-DR: 139

Global route
  – All-layer global routing usage: 1.76%
  – Largest net degree at the start of global routing: 4
  – Global-route wire length before repair: 765 µm
  – Initial antenna violation count: 0
  – Total grt overflow: 0
  – Grt met3 use: 3.52%
  – Met1 Track Usage GR: 1.20%
  – Number of global-route vias before repair: 158
  – Busiest grt layer: met3
  – Met2 GRT Util: 1.93%

Synthesis
  – Ys Warns: 1
  – Sequential-to-total area share from yosys stat: 55.2%
  – Synth flops: 4
  – Dominant cell type by area after synthesis: dfxtp_1
  – Avg Inst Size Synth: 11.2 µm²
  – Top area cell types: dfxtp_1 55%, mux2_4 10%, ha_1 8.6%, nor2b_1 8.6%, nor2_1 7.8%
  – Yosys Chip Area: 145 µm²
  – Area share, top type: 55.2%
  – # Cells Yosys: 13
  – Cell Area, Synth: 145 µm²
  – Syn Inst Count: 13
  – Synth cell types: 7

Clock tree
  – Root buf cell: clkbuf_4
  – Clk sinks: 4
  – CTS HTree Levels: 1
  – TritonCTS clock tree: built
  – Clk buf depth: 2
  – CTS Buf Count: 3
  – Clk slew on worst S/H paths: 0.04 ns
  – Cts-stage hold buffer count: 0
  – Clk latency of the worst-skew pair: 0.24 ns

Timing
  – Endpoints failing hold: 0
  – RSZ-0062 raised after global routing: false
  – Final setup violation count: 0
  – Setup TNS: 0 ns
  – Setup Skew: 0.00365 ns
  – Final hold slack: 0.496 ns
  – Worst-margin pin slew: 0.139 ns
  – Fin. max-slew vios: 0
  – Crit path time final: 1.07 ns
  – Peak Freq: 937 MHz
  – Fin crit share: 89.0%
  – Rel. slew slack: 90.6%

Setup path
  – R2R depth: 3
  – Kind of cell adding the most delay to the critical path: flip-flops
  – Worst EP required: 0.96 ns
  – Arrival time of the worst setup path: 0.83 ns
  – Reg2reg setup slack: 0.24 ns
  – CP Cell Sequence: dlygate4sd2_1
  – Reg-to-reg endpoint: counter[3]$_SDFF_PP0_
  – FF-to-FF Start: counter[2]$_SDFF_PP0_
  – Crit Path Max Fanout: 3
  – Slowest CP cell: dfxtp_1
  – Crit start category: flop
  – Crit Path Class: flop to output port
  – CP max stage delay: 0.35 ns
  – Element type at the critical path end: output port
  – Worst Path Buf+Inv: 1

Pwr
  – Pwr per Cell Area: 1170 nW/µm²
  – P_leak: 0.133 nW
  – Worst VDD drop: 139 µV

Layout
  – Area Growth Syn to Fin: 111%
  – Max reg flops: 4
  – Largest registers: counter: 4 flops
  – Layout cells sized above 1: 44.0%
  – Largest Register: counter

Place
  – Dpl hpwl: 309 µm
  – IO Port Bufs: 5
  – GPL Wtd Cong: 0.674

Floorplanning
  – I/O pin total: 6
  – Die height: 80 µm
  – Pre-Place Util: 4.25%
  – Core Region: 3420 µm²
  – Die width: 80 µm
  – Die area: 6400 µm²
  – Row count: 21

Worst hold path
  – Hold Crit Class: flop to flop
  – Hold Path Sink: counter[0]$_SDFF_PP0_
  – Hold Crit Start: counter[0]$_SDFF_PP0_
  – WHS Path Cells: 2

Job
  – OpenROAD warnings: 25
  – Max-cap violations: 0
## stage by stage
stage                     utilization [%]  setup WS [ns]  total power, mW  cells  instance area [µm²]
after floorplan                         -          0.380            0.160     13                  145
after global placement               7.62         0.0420            0.187     65                  260
after detailed placement             7.62         0.0262            0.190     65                  260
after CTS                            8.90          0.102            0.368     71                  304
after global routing                 8.90         0.0797            0.385     71                  304
final                                8.97          0.133            0.360     72                  307
## power by group
group	internal, mW	total, mW	switching [mW]
clock network	0.112	0.171	0.0587
registers	0.143	0.148	0.00518
logic	0.0261	0.0404	0.0143
## repair_timing
item / CTS / global route
buffers inserted: 3 / 0
gates resized: 7 / 0
setup endpoints to repair: 4 / 0
## per-layer routing
metal	part of all wire (%)	wire length (µm)
met1	32	155
met2	32	156
met3	36	173
met4	0	0
met5	0	0
## synth_stat cells
library cell  instances
dfxtp_1               4
ha_1                  1
mux2_4                1
nand3_1               1
nor2_1                3
nor2b_1               2
xnor2_1               1
## worst max-delay path by stage
stage                      from          to  slack, ns  depth (start not counted)
4_1_cts   counter[1]$_SDFF_PP0_  counter[1]       0.10                          1
5_1_grt   counter[1]$_SDFF_PP0_  counter[1]       0.08                          1
6_report  counter[1]$_SDFF_PP0_  counter[1]       0.13                          1
## final cells by class
cell class	instances	area, µm²
Fill cell	401	3110
Clock buffer	3	22.5
Sequential cell	4	83.8
Tap cell	46	57.6
Antenna cell	1	2.50
Multi-Input combinational cell	9	65.1
Timing Repair Buffer	9	75.1
## logic make-up (layout without fill, tap and decap cells)
kind of cell	after synthesis	in the layout	share of synthesized area, %
adder cells (fa/ha/maj)	1	1	8.62
other	0	1	0
multiplexers	1	1	10.3
XOR/XNOR	1	1	6.04
flip-flops	4	4	55.2
AND/OR/NAND/NOR	6	6	19.8
buffers and inverters	0	12	0
## cell usage in the layout (no fill, tap or decap)
master	Yosys	final
mux2_4	1	1
clkdlybuf4s50_1	0	1
clkbuf_4	0	3
diode_2	0	1
dfxtp_2	0	3
dlygate4sd2_1	0	4
nor2b_1	2	2
nand3_1	1	1
dfxtp_1	4	1
xnor2_1	1	1
buf_4	0	4
nor2_1	3	3
ha_1	1	1
Power and IR drop assume default switching activity.
